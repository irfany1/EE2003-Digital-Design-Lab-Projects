==> flow/design.v <==
`timescale 1ns / 1ps
module comparator(
input[7:0]a,
input[7:0]b,
input[7:0]c,
input[7:0]d,
output reg [7:0]  smallest,
output  reg [7:0] largest
    );
   reg [7:0] m1,m2,p1,p2;
always @(*)begin
    if(a[7]==0)
        p1=a;
    else m1=a;  
    if(b[7]==0)  
        p1=b;
    else m1=b;
    if(c[7]==0)
          p2=c;
    else m2=c; 
    if(d[7]==0)
          p2=d;
    else m2=d;
    if(m1>m2)
        smallest=m1;
    else smallest=m2;
    if(p1>p2)
        largest=p1;
    else largest=p2;
end
endmodule
==> flow/run.sh <==
#!/bin/bash
# OpenROAD 26Q1-2900-gdf79404cd8, Yosys 0.63+post, stock flow scripts
make -C /OpenROAD-flow-scripts/flow DESIGN_CONFIG=/design/flow/config.mk WORK_HOME=/design/flow/orfs finish
==> flow/config.mk <==
export PLATFORM = sky130hd
export DESIGN_NAME = comparator
export DESIGN_NICKNAME = comparator
export VERILOG_FILES = /design/flow/design.v
export SDC_FILE = /design/flow/constraint.sdc
export NUM_CORES = 4
export LEC_CHECK = 1
export CORE_UTILIZATION = 40
==> flow/constraint.sdc <==
current_design comparator

set clk_period 4.8
set clk_io_pct 0.2

create_clock -name clk0 -period $clk_period

set non_clock_inputs [all_inputs -no_clocks]
set_input_delay [expr $clk_period * $clk_io_pct] -clock clk0 $non_clock_inputs
set_output_delay [expr $clk_period * $clk_io_pct] -clock clk0 [all_outputs]
==> reports/summary.txt <==
Run status: finished, final reports clean
Leakage: 1.21 nW
Final Setup Violations: 0
Power share of the clock group: 0%
Vias in the first global route: 1,347
Gr usage total: 19.0%
Highest metal used: met3
Max-cap violation count: 0
Via-to-Cell Ratio: 4.91
Share of layout cells above drive strength 1: 23.1%
Worst path buffer plus inverter count: 3
Hold Path Origin: a[7]
VDD IR-drop max: 0.0624 mV
Area growth syn-to-layout: 41.1%
Number of unconstrained endpoints: 32
Critical-path cell list: clkdlybuf4s50_1 -> buf_12 -> or3_1 -> ha_1 -> nand4_1 -> o22ai_4 -> mux2_2 -> clkdlybuf4s50_1
Remaining routing DRC violations: 0
Slowest CP cell: clkdlybuf4s50_1
Crit path top cell by count: clkdlybuf4s50_1
Yosys cell count: 204
Die W: 68.4 um
Full die area: 4680 um^2
Max-area cell share: 27.2%
Worst setup path class: input pin to output pin
HPWL after detailed placement: 3560 um
Yosys simple share: 10.9%
Number of top-level pins: 48
Minimum clock period: 4.62 ns
Routed length per placed instance: 14.0 um
Asr flop ratio synth: 0%
Largest net degree at the start of global routing: 23
DRT iter0 DRCs: 79
Main logic family after synthesis: multiplexers
Post-Syn Instances: 204
Hold Crit Class: input pin to output pin
Register pins left without a clock: 32
Highest clock rate: 217 MHz
Adder Share, Synth: 11.3%
Crit path max-delay family: buffers and inverters
Hold Path Depth: 5
Flop pwr share: 7.4%
Main flop type: dlxtn_1
Hold_buf cts: 0
Synth Area in Compound Gates: 15.9%
Critical path peak fanout: 22
Routed length on met3: 118 um
Die height: 68.4 um
Met2 WL: 1920 um
Synthesis-stage register bit count: 32
Tcrit/Tclk final: 96.2%
Mapped cell area: 1770 um^2
Top area cell types: dlxtn_1, mux2i_1, ha_1
Ant. Diodes: 0
Comb area: 1160 um^2
Yosys chip area: 1770 um^2
Measured slew at the worst slew-check pin: 0.504 ns
PwrDens: 106 nW/um^2
Number of fill cells: 364
Synth warnings: 33
CP Data Required Time: 3.84 ns
Crit path DAT: 3.66 ns
Initial antenna violation count: 0
Setup crit start kind: input pin
Switching share of power: 39.1%
# rows: 23
Placer Congestion: 0.842
Fp_density: 42.9%
Log Warnings: 32
Final Max Tran Viols: 0
PortBufs: 48
Hold endpoint: smallest[7]
Largest area contributor in the netlist: dlxtn_1
Psw: 0.104 mW
Reg area: 480 um^2
WL final: 4400 um
Vias: 1,542
Pre-Repair DR Iteration Count: 4
Antenna-violating nets left: 0
Setup Total Neg Slack: 0 ns
Yosys cell types: 27
Internal power consumption: 0.162 mW
Mux frac, synth: 26.5%
GRT overflow: 0
Yosys top cell by instances: dlxtn_1
Post-Route M1 WL: 2360 um
Core area: 4120 um^2
Final Hold Vio Count: 0
First-pass GRT wire length: 6430 um
CP Capture Type: output pin
CP peak stage delay: 0.44 ns
Number of flops mapped to enable cells by yosys: 0
RSZ-0062 raised after global routing: no
Syn avg cell area: 8.65 um^2
Synth top cells by count: dlxtn_1, mux2i_1, a21oi_1
Xor/xnor share: 0%
Combinational power share: 92.6%
Max-slew headroom: 66.0%
Final Hold Slack: 3.11 ns
## sequential cells by signal (all words and copies together) (netlist names)
| name | cells |
|---|---|
| m2 | 8 |
| p1 | 8 |
| m1 | 8 |
| p2 | 8 |
## worst min-delay path: cells and delay by family
family	cells	cell delay, ns
mux	1	0.16
buf+inv	3	0.86
simple gates	1	0.16
## cell families (layout without fill, tap and decap cells)
logic type | after synthesis | count (layout)
compound gates | 42 | 42
mux | 44 | 44
buf+inv | 26 | 86
latches | 32 | 32
simple gates | 44 | 44
fa+ha+maj | 16 | 16
## cell usage in the layout, fill, tap and decap left out, types with 3 or more instances in the layout
master	netlist	routed
mux2_2	14	14
a21oi_1	20	14
mux2i_1	28	28
o21ai_0	11	8
inv_1	11	11
buf_4	1	17
nand2_1	17	17
nor2_1	16	16
nand4_1	4	4
inv_2	5	5
buf_12	1	3
clkdlybuf4s50_1	0	46
ha_1	16	16
dlxtn_1	32	32
o21ai_1	0	3
o21ai_2	5	5
a21oi_2	2	8
## area by class of cell
| type | instances | share of cell area [%] |
|---|---|---|
| well taps | 50 | 2.51 |
| multi-input cells | 146 | 46.8 |
| repair buffers | 70 | 29.0 |
| flip-flops and latches | 32 | 19.3 |
| inverters | 16 | 2.41 |
## per-stage QoR
step           utilization (%)  cell area [um^2]  instances  power [mW]  setup WS (ns)
6_report                  60.5              2490        314       0.265          0.184
5_1_grt                   60.5              2490        314       0.290         0.0259
4_1_cts                   57.9              2380        308       0.257         0.0552
3_5_place_dp              57.9              2380        308       0.255         0.0645
3_3_place_gp              57.9              2380        308       0.254         0.0828
2_1_floorplan                -              1770        204       0.147           1.13
## power by group through the flow
stage	combinational [mW]	clock [mW]	sequential [mW]
global route	0.270	0	0.0202
CTS	0.237	0	0.0197
finish	0.246	0	0.0196
## worst max-delay path by stage
stage	startpoint	to	slack, ns	cells after the start
after CTS	c[7]	smallest[3]	0.06	11
after global routing	b[7]	smallest[3]	0.03	11
final	b[7]	smallest[3]	0.18	8
## metal layers
layer | track usage [%] | vias up
met3 | 0.169 | 0
met5 | 0 | -
met4 | 0 | 0
met1 | 29.9 | 681
li1 | - | 835
met2 | 31.3 | 26
## what timing repair did
action | in CTS | in global routing
setup buffers | 0 | 4
endpoints found under the setup margin | 0 | 15
gates resized | 0 | 11
endpoints found under the hold margin | 0 | 0
Power figures rest on the tool's default switching activity, not on a simulated workload.
