File: design.v
`timescale 1ns / 1ps
module pulsesignal(
input clk,
output reg slow_clk6
    );
reg [2:0] counter6;
 initial begin
 slow_clk6=0;
 counter6=0;
 end
 always @(posedge clk) begin
 counter6=counter6+1;
 if(counter6==5)begin
   slow_clk6<=slow_clk6+1;
  end
 if(counter6==6)begin
    slow_clk6<=0;
    counter6<=0;
end
end
endmodule
File: run.sh
#!/bin/bash
# OpenROAD 26Q1-2900-gdf79404cd8, Yosys 0.63+post, stock flow scripts
make -C /OpenROAD-flow-scripts/flow DESIGN_CONFIG=/design/flow/config.mk WORK_HOME=/design/flow/orfs finish
File: config.mk
export PLATFORM = sky130hd
export DESIGN_NAME = pulsesignal
export DESIGN_NICKNAME = pulsesignal
export VERILOG_FILES = /design/flow/design.v
export SDC_FILE = /design/flow/constraint.sdc
export NUM_CORES = 4
export LEC_CHECK = 1
export CORE_AREA = 10 10 70 70
export DIE_AREA = 0 0 80 80
File: constraint.sdc
current_design pulsesignal

set clk_period 1.6
set clk_io_pct 0.2

create_clock -name clk0 -period $clk_period [get_ports {clk}]

set non_clock_inputs [all_inputs -no_clocks]
set_input_delay [expr $clk_period * $clk_io_pct] -clock clk0 $non_clock_inputs
set_output_delay [expr $clk_period * $clk_io_pct] -clock clk0 [all_outputs]
==> design notes <==
The longest clock path from root to sink contains 2 buffers. According to the floorplan log, the row count is 21. The max-slew check reports its worst relative slack as 79.6%. By startpoint and endpoint, the worst setup path is classified as reg2out. The report counts max-capacitance violations totalling 0. The fraction of layout instances using a drive strength above 1 came out at 20.0%. Setup repair after global routing left no endpoint under its margin.

The run gives 712 MHz for the maximum operating frequency. The post-synthesis to final-layout area growth works out to 51.4%. In the final report, the number of hold violations comes to 0. After clock tree synthesis, the clock-pin slew on the worst setup and hold paths is 0.04 ns. The routed layout has 111 vias. Summed over all layers, the routed wires come to 291 um.

The library cells used most frequently in the layout, excluding fill and tap cells, are sky130_fd_sc_hd__dfxtp_1, sky130_fd_sc_hd__ha_1, sky130_fd_sc_hd__clkbuf_4. The aggregate global-route resource usage was 1.16%. On the final layout, the worst clock skew is 0.00690 ns. The run gives 1 for the number of cells on the critical path. Post-CTS repair changed the size of 0 cells.

For the wire length of the first global-routing pass, the log shows 579 um. The run gives 0.00640 sq mm as the overall chip area. The tools report the cell chosen for the clock root as sky130_fd_sc_hd__clkbuf_4.

The flow ran to the end, and the final reports show no timing, DRC or antenna violations. In this run the cell area of the synthesized design comes to 175 sq um. The tools report the data required time at the worst endpoint as 1.28 ns. Hold repair after CTS inserted 0 buffers. STA classifies the critical path endpoint as a primary output. The logs give 0 for the number of antenna violations at the first check in global routing and 5 for the pin count of the biggest net entering global routing. The tools report the via count of the first global-routing pass as 151. The number of different library cells in the post-synthesis netlist is 10, and the number of max-slew violations in the final report is 0. According to the floorplan report, the placeable core area is 0.00342 sq mm. The final antenna diode tally reported by the flow is 0. The total of buffers placed on input and output ports is 1. The OpenROAD report gives the critical path a data arrival time of 1.08 ns. In the final report, the number of endpoints failing setup comes to 0. Y dimension of the die: 80 um. For reference, the critical path cell chain is clkdlybuf4s50_1. At the end of the flow the core is filled with cells to 7.77%. With the number of routed nets with antenna violations at 0, the cell count of the worst reg-to-reg path is 4. After routing, the total negative slack on setup checks comes to 0 ns. The routed design shows a via density per instance of 1.68. For this run, the slowest stage of the critical path takes 0.50 ns. The clock buffer count from CTS is 3. In this run the static leakage power is 0.109 nW.

Once synthesis finished, the tally of register bits stood at 4. The final cycle utilization of the critical path is 87.8%, and the buffer count from post-CTS setup fixing is 0. The run gives 27 for the stage-log warning count.

Each instance of the synthesized netlist takes up on average 10.9 sq um. The run gives 1 for the count of buffering cells on the critical path with inverters included. The overflow left after global routing was 0.

For the worst-skew pair, the clock arrives at the later sink with an insertion delay of 0.24 ns. At the floorplan stage, the core utilization is reported as 5.13%. Per the gpl log, the routability congestion estimate is 0.560. The detailed router finished its first iteration with 0 violations. The CTS log lists the clock sinks for this run as 4. Pin placement for this block handled 2 I/O pins. The register-to-register setup slack was 0.32 ns. TritonCTS built the clock tree. The most frequent logic cell in the layout was sky130_fd_sc_hd__dfxtp_1.

The die is 80 um wide. The most critical min-delay path falls under reg2reg. The total number of yosys warnings was 1. The tools report the post-detailed-route DRC marker count as 0. Detail-routed net length per standard cell: 4.41 um.

STA classifies the critical path startpoint as a flip-flop. After synthesis, the design contains 16 cells according to Yosys. Sequential cells were found to cover 45.7% of the synthesized design area. STA lists the maximum fanout along the critical path as 3.

For the gate count after technology mapping, the log shows 16. The run gives 0.306 ns for the actual slew at the worst max-slew pin. The family with the most delay on the worst path was buffers and inverters.

The areal power density over the cells came out at 845 mW/mm^2. The run gives 1 for the cell depth of the worst min-delay path. The depth of the CTS H-tree is 1. The detailed-router iteration count before antenna repair was 1. Yosys reports a chip area of 175 sq um. The final period demand of the worst path is 1.40 ns, and the largest vdd supply drop is 0.331 mV. On the critical path, the stage with the largest delay is an instance of sky130_fd_sc_hd__clkdlybuf4s50_1.
-- synthesized netlist by cell type --
| master | n | share of area (%) |
|---|---|---|
| sky130_fd_sc_hd__inv_1 | 2 | 4.3 |
| sky130_fd_sc_hd__and2b_2 | 1 | 5.0 |
| sky130_fd_sc_hd__dfxtp_1 | 4 | 46 |
| sky130_fd_sc_hd__o21ai_1 | 1 | 2.9 |
| sky130_fd_sc_hd__xor2_1 | 1 | 5.0 |
| sky130_fd_sc_hd__ha_1 | 3 | 21 |
| sky130_fd_sc_hd__a21oi_1 | 1 | 2.9 |
| sky130_fd_sc_hd__a21boi_0 | 1 | 4.3 |
| sky130_fd_sc_hd__nor2b_1 | 1 | 3.6 |
| sky130_fd_sc_hd__a22o_1 | 1 | 5.0 |
-- per-stage QoR --
step / instances / power (mW) / cell area [sq um] / hold WS, ns / setup WS [ns]
after global routing: 66 / 0.245 / 265 / 0.516 / 0.115
after detailed placement: 63 / 0.102 / 243 / 0.476 / 0.327
after floorplan: 16 / 0.102 / 175 / 0.444 / 0.434
after global placement: 63 / 0.102 / 243 / 0.455 / 0.408
final: 66 / 0.224 / 265 / 0.479 / 0.196
after CTS: 66 / 0.233 / 265 / 0.481 / 0.166
-- worst reg2reg max path: stages, from the launching register on --
cell and delay [ns]:
sky130_fd_sc_hd__dfxtp_1 0.33, sky130_fd_sc_hd__ha_1 0.21, sky130_fd_sc_hd__xor2_1 0.29, sky130_fd_sc_hd__o21ai_1 0.12, sky130_fd_sc_hd__a22o_1 0.23
-- registers in the layout, summed over array words and instances (netlist names) --
name and cells:
slow_clk6 1, counter6 3
-- final timing paths --
path | startpoint | to
worst max register to register | counter6[0]$_SDFF_PN0_ | slow_clk6$_SDFFE_PN0N_
worst max-delay path | slow_clk6$_SDFFE_PN0N_ | slow_clk6
worst min register to register | counter6[0]$_SDFF_PN0_ | counter6[0]$_SDFF_PN0_
worst min-delay path | counter6[0]$_SDFF_PN0_ | counter6[0]$_SDFF_PN0_
-- power breakdown --
| group | leakage [nW] | switching, mW | internal, mW |
|---|---|---|---|
| Sequential | 0.0322 | 0 | 0.100 |
| Clock | 0.0138 | 0.0400 | 0.0838 |
| Combinational | 0.0633 | 0 | 0 |
-- cells by family after synthesis --
group           after synthesis  synth area share (%)
xor+xnor                      1                  5.00
buf+inv                       2                  4.29
compound gates                4                  15.0
simple gates                  2                  8.57
flops                         4                  45.7
fa+ha+maj                     3                  21.4
-- metal layers --
layer / part of all wire, % / GRT usage (%)
met5: 0 / 0
met4: 0 / 0.528
met3: 7.6 / 1.14
met2: 35 / 1.52
met1: 57 / 1.20
-- area by class of cell --
type                       count  area [sq um]
timing repair buffer           1          10.0
clock buffer                   3          22.5
inverter                       2          7.51
fill                         412          3150
tap                           46          57.6
sequential                     4          80.1
multi-input combinational     10          87.6
Power and IR drop assume default switching activity.
