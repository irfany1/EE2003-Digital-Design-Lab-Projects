===== flow/config.mk =====
export PLATFORM = sky130hd
export DESIGN_NAME = asjvkfw
export DESIGN_NICKNAME = asjvkfw
export VERILOG_FILES = /design/flow/design.v
export SDC_FILE = /design/flow/constraint.sdc
export NUM_CORES = 4
export LEC_CHECK = 1
export CORE_AREA = 10 10 70 70
export DIE_AREA = 0 0 80 80

===== flow/constraint.sdc =====
current_design asjvkfw

set clk_period 1.4
set clk_io_pct 0.2

create_clock -name clk0 -period $clk_period [get_ports {clk}]

set non_clock_inputs [all_inputs -no_clocks]
set_input_delay [expr $clk_period * $clk_io_pct] -clock clk0 $non_clock_inputs
set_output_delay [expr $clk_period * $clk_io_pct] -clock clk0 [all_outputs]

===== flow/design.v =====
`timescale 1ns / 1ps
module asjvkfw(
input clk,
output reg slow_clk2,
output reg slow_clk4,
output reg slow_clk8
    );
reg counter2;
reg [2:0] counter4;
reg [3:0] counter8;
 initial begin
 slow_clk2=0;
 slow_clk4=0;
 slow_clk8=0;
 counter2=0;
 counter4=0;
 counter8=0;
 end
 always @(posedge clk) begin
 if(counter2==1)begin
  counter2<=0;
  slow_clk2<=slow_clk2+1;
 end
 if(counter4==3)begin
  counter4<=0;
  slow_clk4<=slow_clk4+1;
 end
 if(counter8==7)begin
  counter8<=0;
  slow_clk8<=slow_clk8+1;
 end
 counter2<= counter2+1; 
 counter4<= counter4+1;
 counter8<= counter8+1;
 end
endmodule

===== flow/run.sh =====
#!/bin/bash
# OpenROAD 26Q1-2900-gdf79404cd8, Yosys 0.63+post, stock flow scripts
make -C /OpenROAD-flow-scripts/flow DESIGN_CONFIG=/design/flow/config.mk WORK_HOME=/design/flow/orfs finish

==> notes.md <==
Physical implementation.

- The report lists the power per cell area as ~1100 mW/mm^2.
- The first TritonRoute pass finished after 2 iterations.
- The worst setup path startpoint is slow_clk8$_DFFE_PN_.
- Before any placement, the netlist area is recorded as 350.3 sq um.
- The overall via count from detail_route is between 150 and 200.
- The count of buffers inserted at the top-level ports is 3.
- At the later pin of the worst-skew pair, clock insertion delay measures 0.26 ns.
- The first global-routing pass estimated 759 um of wire.
- The total global routing track utilization is 1.472%.
- The multiplexer fraction of the synthesized cell area is 0%.
- Traced cell by cell, the critical path runs through clkdlybuf4s50_1.
- The number of register bits inferred by synthesis is 11.
- The critical path data required time is roughly 1.1 ns.
- The worst reg2reg path endpoint is slow_clk8$_DFFE_PN_.
- Looking at the critical path, the highest net fanout was 2.
- The number of placed instances, taps included is 75.
- The most common logic cells in the final layout are sky130_fd_sc_hd__inv_1, sky130_fd_sc_hd__dfxtp_1, sky130_fd_sc_hd__ha_1, sky130_fd_sc_hd__clkbuf_4, sky130_fd_sc_hd__edfxtp_1.
- The area fraction in full adders, half adders and majority gates is 10.71%.
- The number of DRC markers in iteration 0 is 6.
- The layout summary lists the proportion of cells stronger than drive strength 1 as 17.14%.
- The worst hold slack across all endpoints is 0.3836 ns.
- STA classifies the critical path endpoint as an output port.
- The count of max-cap constraint violations is 0.
- The relative contribution of the clock network to total power is ~39%.
- The launch point of the worst reg-to-reg path is counter8[0]$_DFF_P_.
- The arrival time at the worst endpoint is around 1.1 ns.
- The number of cells produced by synthesis is 26.
- The number of antenna violations at the first check in global routing is 0.
- TritonCTS built the clock tree.
- The layout overhead on the synthesized area is 37.50%.
- The slack of the worst reg-to-reg path is 0.39 ns.
- The share of power burned in registers is a little over 60%.
- The smallest setup slack after layout is 0.05279 ns.
- The complex-gate fraction of the synthesized area is 0%.
- The chip area is 0.006400 sq mm.
- The DRC violation count after routing is 0.
- After synthesis, the chip area reported by Yosys is 350.3 sq um.
- The pin slew with the least headroom to its limit is 0.1149 ns.
- The count of tool warnings is 25.
- The internal cell power is 434.8 uW.
- The die is 80 um tall.
- Across the routed clock network, the largest skew measured is ~0.0025 ns.
- The total buffers and inverters traversed by the critical path is 1.
- The clock net sink count is 11.
- The main combinational cell family by area after synthesis is adder cells.
- The routed length on met1 is 194 um.
- The placement-stage worst setup slack is ~0.32 ns.
- The dominant delay contributor by cell family on the critical path is buffers and inverters.
- The run finished with clean final reports.
- The detailed router reports a met2 wire length of 151 um.
- Dividing the synthesized area by the synthesized cell count gives between 10 and 15 sq um.
- The detailed router used layers up to and including met4.
- The synth_stat.txt file lists the number of cells as 26.
- Per the synthesis report, the XOR/XNOR share of the synthesized area is 5.000%.
- For this run, the slowest stage of the critical path takes 0.46 ns.
- The boundary pin count is 4.
- The final period demand of the worst path is roughly 1.3 ns.
- The capture point of the critical path was reported as slow_clk8.
- The total antenna diodes in the routed design is 0.
- The final setup violation count is 0.
- The script extracted a net switching power of 101.0 uW.
- The vias per cell is 2.333.
- The largest area contributor in the synthesized netlist is sky130_fd_sc_hd__dfxtp_1.
- For this run, the number of standard cells in the final layout without fillers is 81.
- The maximum root-to-sink buffer count is 2.
- The initial standard-cell utilization of the core is 10.26%.
- The depth of the worst register-to-register path is 2.
- The area share of the largest cell type after synthesis is 45.71%.
- The final global-route overflow total is 0.
- For this run, the register share of the synthesized area comes to 71.43%.
- The slowest cell on the critical path is sky130_fd_sc_hd__clkdlybuf4s50_1.
- The detailed-route wire length is 431 um.
- The number of buffers added by the clock tree synthesis step is 3.
- Setup repair after global routing left no endpoint under its margin.
- The STA report counts the stages on the worst setup path as 1.
- The worst max-slew margin expressed relative to the limit is between 90% and 100%.
- The number of hold violations in the final report is 0.
- The width of the die is 80 um.
- The final layout report lists a filler cell count of between 300 and 400.
- Warnings reported by Yosys during synthesis add up to 1.
- After routing, the total negative slack on setup checks comes to 0 ns.
- The type recorded for the worst min-delay path is reg -> reg.
- Once detail routing completed, the nets flagged for antenna violations numbered 0.
- Looking at the power breakdown, combinational cells take 0% of the total.
- Based on the critical path, the design can be clocked at up to 742.3 MHz.
- The synthesis report lists the most area-consuming cells as sky130_fd_sc_hd__dfxtp_1, sky130_fd_sc_hd__edfxtp_1, sky130_fd_sc_hd__ha_1, sky130_fd_sc_hd__inv_1, sky130_fd_sc_hd__and3b_2.
- The cell at the root of the clock tree is sky130_fd_sc_hd__clkbuf_4.
- After floorplanning, the core was divided into 21 placement rows.
- Looking at the clock tree report, the H-tree level count equals 1.
- The net switching share of the total power is 18.85%.
- The last weighted congestion value of the routability-driven placer is 0.6654.
- The area of the placeable core is 0.003416 sq mm.
- The via count of the first global-routing pass is about 190.
- STA classifies the critical path startpoint as a register.
- The timing report gives the clock slew at the launch and capture registers of the worst setup and hold paths as 0.07 ns.
- Per the OpenROAD power report, leakage power amounts to slightly above 0.0002 uW.
- Of the available clock period, the critical path in the final layout requires 96.23%.
- The fraction of the mapped netlist area in simple logic gates is 4.286%.
- The routed design shows a wire length per standard cell of around 5.3 um.
- Entering global routing, the biggest net connects 7 pins.
- The met3 wirelength from detailed routing is 37 um.
- The count of distinct cell types in the synthesized netlist is 8.
- The final tally of max-slew violations is 0.
- After clock tree synthesis, the flow added hold-fix buffers numbering 0.
- The kind of critical path is reg -> out.
- The maximum vdd ir drop is 162.7 uV.
-- power by group through the flow --
stage	registers, uW	logic (uW)	clock network [uW]
after CTS	324	0.0000622	223
final	325	0.0000919	211
after global routing	324	0.0000919	234
-- what timing repair did --
item	CTS	global route
resized	0	1
setup endpoints to repair	0	2
buffers inserted	0	2
-- registers in the layout, summed over array words and instances, names as in the netlist --
| signal | cells |
|---|---|
| slow_clk8 | 1 |
| slow_clk2 | 1 |
| counter4 | 3 |
| slow_clk4 | 1 |
| counter2 | 1 |
| counter8 | 4 |
-- worst min-delay path by stage --
| stage | slack (ns) | from | to | depth (start not counted) |
|---|---|---|---|---|
| 5_1_grt | 0.40 | counter4[0]$_DFF_P_ | counter4[0]$_DFF_P_ | 1 |
| 4_1_cts | 0.39 | counter4[0]$_DFF_P_ | counter4[0]$_DFF_P_ | 1 |
| 6_report | 0.38 | counter4[0]$_DFF_P_ | counter4[0]$_DFF_P_ | 1 |
-- layout make-up --
type                    instances  area, sq um  area share, %
flip-flops and latches         11        250.2          51.95
repair buffers                  5        47.55          9.870
inverters                       8        30.03          6.234
well taps                      46        57.56          11.95
clock buffers                   4        26.28          5.455
multi-input cells               7        70.07          14.55
-- synth_stat cells, drive strengths merged --
master / n
and3b: 1
inv: 8
xor2: 1
dfxtp: 8
ha: 3
nand3: 1
xnor2: 1
edfxtp: 3
-- kinds of logic (layout without fill, tap and decap cells) --
group | Yosys count | after routing
flops | 11 | 11
buf+inv | 8 | 17
fa+ha+maj | 3 | 3
xor+xnor | 2 | 2
simple gates | 2 | 2
-- stage by stage --
| stage | instance area, sq um | utilization (%) | total power (uW) |
|---|---|---|---|
| floorplan | 350.3 | - | 331.8 |
| global placement | 437.9 | 12.82 | 331.8 |
| detailed placement | 437.9 | 12.82 | 331.8 |
| CTS | 464.2 | 13.59 | 547.8 |
| global route | 481.7 | 14.10 | 558.0 |
| finish | 481.7 | 14.10 | 535.8 |
-- routing by layer --
layer,vias up,track usage (%)
met5,-,0
met4,0,1.585
met3,4,0.7955
met2,7,1.926
met1,83,1.570
li1,95,-
Power and IR drop assume default switching activity.
